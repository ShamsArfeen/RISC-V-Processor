===== design/flow/config.mk =====
export PLATFORM = sky130hd
export DESIGN_NAME = Instruction_Memory
export DESIGN_NICKNAME = Instruction_Memory
export VERILOG_FILES = /design/flow/design.v
export SDC_FILE = /design/flow/constraint.sdc
export NUM_CORES = 4
export LEC_CHECK = 1
export CORE_AREA = 10 10 70 70
export DIE_AREA = 0 0 80 80

===== design/flow/constraint.sdc =====
current_design Instruction_Memory

set clk_period 1.5
set clk_io_pct 0.2

create_clock -name clk0 -period $clk_period

set non_clock_inputs [all_inputs -no_clocks]
set_input_delay [expr $clk_period * $clk_io_pct] -clock clk0 $non_clock_inputs
set_output_delay [expr $clk_period * $clk_io_pct] -clock clk0 [all_outputs]

===== design/flow/design.v =====
module Instruction_Memory
(
	input [63:0] Inst_Address,
	output [31:0] Instruction
);
	reg [7:0] memory [15:0];
	reg [31:0] ins;
	initial
	begin
		memory[0] = 8'b10000011;
		memory[1] = 8'b00110100;
		memory[2] = 8'b10000101;
		memory[3] = 8'b00000010;
		memory[4] = 8'b10110011;
		memory[5] = 8'b10000100;
		memory[6] = 8'b10011010;
		memory[7] = 8'b00000000;
		memory[8] = 8'b10010011;
		memory[9] = 8'b10000100;
		memory[10] = 8'b00010100;
		memory[11] = 8'b00000000;
		memory[12] = 8'b00100011;
		memory[13] = 8'b00100100;
		memory[14] = 8'b10010101;
		memory[15] = 8'b00000010;
	end
	always @ (Inst_Address)
		begin
			ins = {memory[Inst_Address+3],memory[Inst_Address+2],memory[Inst_Address+1],memory[Inst_Address]};
		end
	assign Instruction = ins;
endmodule

===== design/flow/run.sh =====
#!/bin/bash
# OpenROAD 26Q1-2900-gdf79404cd8, Yosys 0.63+post, stock flow scripts
make -C /OpenROAD-flow-scripts/flow DESIGN_CONFIG=/design/flow/config.mk WORK_HOME=/design/flow/orfs finish

==> Table 3: Implementation characteristics <==
Table: implementation figures

Parameter                              Value

Outcome
  Result of the run    finished with violations
  Failing checks    setup timing

Final timing
  Final sum of negative setup slack    -11,840 ps
  Fin. Hold Viols    0
  Time the final worst path needs with I/O delays and setup    2160 ps
  Worst setup slack after layout    -657 ps
  Share of the clock period used by the worst path after layout    1.44
  Number of slew-limit violations in the final report    0
  Fmax achieved    464 MHz
  Setup repair after global routing missed its margin    true
  Endpoints failing setup    28
  Post-Route Hold Slack    1180 ps

Logic synthesis
  Top area contributor share    0.130
  Total standard cell area after synthesis    1060 µm²
  Ys cells    144
  Yosys warnings    1
  Seq share, synth    0
  Largest area contributor in the synthesized netlist    sky130_fd_sc_hd__ha_1
  Avg Cell Area, Syn    7.38 µm²
  Distinct lib cells    47
  Cell area leaders    sky130_fd_sc_hd__ha_1 13%, sky130_fd_sc_hd__a21oi_1 6.6%, sky130_fd_sc_hd__mux2i_1 5.7%
  Cell count after synthesis    144
  Yosys-reported design area after synthesis    1060 µm²

Route
  Total number of vias    1,674
  Total wirelength of the detailed-routed design    6440 µm
  DRC violation count after routing    0
  Routed length per instance    20.8 µm
  Post-route antenna net violation count    0
  # diodes    0
  Router iterations before antenna repair    4
  Via-per-instance ratio    5.40
  Iteration-0 DRC Markers    102

Worst setup path
  Highest cell delay on the worst timing path    520 ps
  Required @ worst endpoint    1200 ps
  Category of the most critical setup path    input pin to output pin
  Critical path data arrival time    1860 ps
  Highest fanout seen on the critical path    6
  Cells along the critical path    buf_8 > clkinvlp_4 > buf_6 > ha_4 > buf_4 > o21ai_0 > a21oi_1 > clkdlybuf4s50_1
  CP startpoint kind    input pin
  Highest-delay cell along the critical path    sky130_fd_sc_hd__clkdlybuf4s50_1
  Crit end category    output pin

Pwr
  Power per Cell Area    432 nW/µm²
  Overall power consumption    0.00121 W
  Max IR drop VDD    0.000274 V
  Static leakage    1.26 nW

GRT
  Pin count of the biggest net entering global routing    12
  Global routing usage summed across all routing layers    0.149
  Initial antenna violation count    0
  Vias in the first global route    1,516
  GR Overflow Total    0
  Wire length of the first global-routing pass    7830 µm

Floorplan
  Width of the die    80 µm
  Die Height    80 µm
  Floorplan core density    0.311
  Number of top-level pins    96
  Floorplan die area    6400 µm²
  Placement row count    21
  Core ar.    3420 µm²

Placed design
  HPWL Detailed    2860 µm
  Port Buffers    32
  Routability congestion estimate    0.859
  Area of placed instances    1750 µm²

Cells and area
  Area taken by flip-flops and latches    0 µm²
  Flop count    0
  Final design instance area without fill    2800 µm²
  Count of clock-net buffers in the final layout    0
  Syn-to-layout area delta    164%
  Share of cells above drive strength 1    0.773

Clocking
  Number of buffers added to fix hold violations after cts    0

Run
  Count of max-cap constraint violations    0
  Number of warning messages in the logs    104

Worst hold path
  Worst min-delay path class    input pin to output pin
==> worst max-delay path: cells and delay by family <==
family / cells / cell delay, ps
AND-OR/OR-AND: 2 / 360
adder cells (fa/ha/maj): 1 / 200
buffers and inverters: 5 / 1000
==> logic make-up after synthesis <==
kind of cell,share of synthesized area
buf+inv,0.144
mux,0.110
xor+xnor,0.152
other cells,0.00353
simple gates,0.157
fa+ha+maj,0.148
compound gates,0.286
==> cell type report <==
class,instances,area [µm²]
multi-input combinational,118,1380
timing repair buffer,135,1320
fill,139,613
tap,46,57.6
inverter,11,52.6
==> timing repair <==
action | in CTS | in global routing
cloned | 1 | 0
resized | 164 | 82
buffers inserted | 38 | 30
pin swaps | 38 | 27
setup endpoints to repair | 28 | 28
==> power by group <==
part | leakage, nW | switching (W) | internal, W
registers | 0 | 0 | 0
clock network | 0 | 0 | 0
logic | 1.26 | 0.000514 | 0.000699
total | 1.26 | 0.000514 | 0.000699
==> cell usage after synthesis (3+ instances only) <==
library cell and number:
sky130_fd_sc_hd__a21oi_1 14, sky130_fd_sc_hd__and3_1 3, sky130_fd_sc_hd__buf_2 5, sky130_fd_sc_hd__buf_4 6, sky130_fd_sc_hd__clkbuf_1 5, sky130_fd_sc_hd__ha_1 11, sky130_fd_sc_hd__inv_1 10, sky130_fd_sc_hd__mux2i_1 6
sky130_fd_sc_hd__nand2_1 13, sky130_fd_sc_hd__nand2b_1 3, sky130_fd_sc_hd__nor2_1 7, sky130_fd_sc_hd__nor3_1 3, sky130_fd_sc_hd__o21ai_0 11, sky130_fd_sc_hd__xnor2_1 3, sky130_fd_sc_hd__xor2_1 3, sky130_fd_sc_hd__xor2_2 3
==> worst paths after layout <==
check | start | to | slack (ps) | depth (start not counted)
setup / recovery | Inst_Address[0] | Instruction[4] | -660 | 8
hold / removal | Inst_Address[1] | Instruction[9] | 1180 | 5
==> per-stage QoR <==
step | cells | setup WS (ps) | utilization
after floorplan | 147 | -282 | -
after global placement | 248 | -1350 | 0.512
after detailed placement | 248 | -1360 | 0.512
after CTS | 285 | -575 | 0.667
after global routing | 310 | -716 | 0.821
final | 310 | -657 | 0.821
==> layer usage <==
| layer | global-route usage | up-vias | wire [µm] |
|---|---|---|---|
| met5 | 0 | - | 0 |
| met4 | 0.0282 | 0 | 209 |
| li1 | - | 743 | - |
| met2 | 0.246 | 96 | 2990 |
| met3 | 0.0136 | 18 | 611 |
| met1 | 0.205 | 817 | 2620 |
==> cell usage in the layout (no fill, tap or decap), types with 5 or more instances in the layout <==
cell type / synthesis / final
sky130_fd_sc_hd__ha_4: 0 / 7
sky130_fd_sc_hd__nand2_1: 13 / 6
sky130_fd_sc_hd__buf_12: 0 / 12
sky130_fd_sc_hd__xnor2_4: 1 / 6
sky130_fd_sc_hd__nand2_2: 0 / 5
sky130_fd_sc_hd__buf_6: 2 / 47
sky130_fd_sc_hd__buf_2: 5 / 19
sky130_fd_sc_hd__buf_4: 6 / 45
sky130_fd_sc_hd__nor2_1: 7 / 5
sky130_fd_sc_hd__a21oi_2: 0 / 10
sky130_fd_sc_hd__clkbuf_2: 0 / 5
Power figures rest on the tool's default switching activity, not on a simulated workload.
