### ./run.sh
#!/bin/bash
# OpenROAD 26Q1-2900-gdf79404cd8, Yosys 0.63+post, stock flow scripts
make -C /OpenROAD-flow-scripts/flow DESIGN_CONFIG=/design/flow/config.mk WORK_HOME=/design/flow/orfs finish
### ./config.mk
export PLATFORM = sky130hd
export DESIGN_NAME = imm_gen
export DESIGN_NICKNAME = imm_gen
export VERILOG_FILES = /design/flow/design.v
export SDC_FILE = /design/flow/constraint.sdc
export NUM_CORES = 4
export LEC_CHECK = 1
export CORE_AREA = 10 10 70 70
export DIE_AREA = 0 0 80 80
### ./constraint.sdc
current_design imm_gen

set clk_period 1.8
set clk_io_pct 0.2

create_clock -name clk0 -period $clk_period

set non_clock_inputs [all_inputs -no_clocks]
set_input_delay [expr $clk_period * $clk_io_pct] -clock clk0 $non_clock_inputs
set_output_delay [expr $clk_period * $clk_io_pct] -clock clk0 [all_outputs]
### ./design.v
module imm_gen
(input [31:0] ins, output [63:0] imm_data);
	wire [6:0] opcode;
	assign opcode = ins[6:0];
	wire [11:0] imm1, imm2, imm3;
	wire i, i2, s, b;
	assign i = &(~(opcode ^ 7'b0000011));
	assign i2 = &(~(opcode ^ 7'b0010011));
	assign s = &(~(opcode ^ 7'b0100011));
	assign b = &(~(opcode ^ 7'b1100011));
	assign imm1 = ( { 64{i} } & { 52'b0, ins[31:20] } );
	assign imm2 = imm1 | ({64{i2}} & {52'b0, ins[31:20]});
	assign imm3 = imm2 | ({64{s}} & {52'b0, ins[31:25], ins[11:7]});
	assign imm_data = imm3 | ({64{b}} & {51'b0, ins[31], ins[7], ins[30:25], ins[11:8], 1'b0});
endmodule
==> impl_metrics.ini <==
; flow metrics
[status]
outcome = finished, final reports clean

[logic_synthesis]
ys_cells = 74
avgSynthCellArea_um2 = 7.71
syn-instance-count = 74
yosys.stat.chipArea_um2 = 571
yosys_warnings = 0
topCellsByArea = buf_4 (67%), nor2b_1 (6.6%), a22o_1 (6.1%), nand4bb_4 (4.8%), nor2b_4 (2.4%)
common_cells = buf_4 (51), nor2b_1 (6), a22o_1 (4)
synth_cell_types = 16
largest_area_cell = buf_4
syn-cell-area_um2 = 571
top_area_share_pct = 67.1
synth_top_cell_by_count = buf_4
ys_seq_share_pct = 0

[sta]
fin_crit_ns = 1.76
drv_slew = 0
max_freq_mhz = 567
hold_viol_final = 0
setup_ws_ns = 0.0370
grt_setup_unrepaired = yes
fin_hold_ws_ns = 1.15
finalSetupViolCount = 0
finalCritPeriodShare_pct = 97.9

[grt]
grt_usage_pct = 5.18
gr-max-usage-layer = met2
grt_max_degree = 6
gr-usage-met3_pct = 0.568
grt_overflow = 0
met1_usage_pct = 4.95
grtUsageMet2_pct = 11.6
grt_pass1_vias = 549
grt_first_pass_wirelength_um = 2650
antenna_found_initial = 0

[setup_path]
cp_max_fo = 5
crit_end = imm_data[0]
worstPathArrival_ns = 1.40
startpoint_type = input pin
critical_path_class = in -> out
end_kind = output pin
critical_path.startpoint = ins[3]
critical_path_required_ns = 1.44

[placement]
placed_area_um2 = 833
dp_slack_ns = -0.506
io_buffer_count = 37
hpwlAfterDp_um = 1890
place_congestion = 0.669

[routing]
ant_nets = 0
num_vias = 480
avgRoutedWirePerCell_um = 12.0
first_pass_iters = 3
totalWireLength_um = 2020
drt-vias-per-instance = 2.86
diodes = 0
drtIter0Drc = 6
drc = 0

[floorplanning]
die_y_um = 80
pin_count = 96
die_w_um = 80
chipArea_mm2 = 0.00640
core_mm2 = 0.00342
fp_util_pct = 16.7
placementRows = 21

[worst_hold_path]
hold_class = in -> out

[power_and_ir_drop]
power_density_mw_per_mm2 = 102
power.share.clock_pct = 0
power.switching_uw = 28.0
swShare_pct = 31.6
leakagePower_nw = 0.469
p_comb_share_pct = 100.0
report.power.total_uw = 88.5
power_frac_seq_pct = 0
p_int_uw = 60.5
ir_worst_vdd_v = 0.0000161

[layout]
clkbuf_count = 0
finalInstanceArea_um2 = 871
layout-drive-gt1-share_pct = 22.1
area_delta_synth_final_pct = 52.6
ff_count = 0
final-seq-area_um2 = 0

[flow_run]
max_cap_viol_count = 0
openroad.warnings = 41

[clocking]
postCtsHoldBufs = 0
-- logic make-up (layout without fill, tap and decap cells) --
group	count (synthesis)	in the layout	share of synthesized area, %
buffers and inverters	52	50	67.8
AND/OR/NAND/NOR	14	14	20.2
AND-OR/OR-AND	7	7	11.4
other	1	51	0.657
-- layout by cell type (no fill, tap or decap), drive strengths merged --
| cell | n |
|---|---|
| o21bai | 1 |
| a32o | 1 |
| and3 | 1 |
| buf | 18 |
| a22o | 4 |
| clkdlybuf4s50 | 17 |
| and2b | 1 |
| conb | 51 |
| nor2 | 1 |
| nor3 | 1 |
| nand3 | 1 |
| dlygate4sd2 | 6 |
| nand2 | 1 |
| nor2b | 7 |
| inv | 1 |
| clkdlybuf4s15 | 5 |
| clkbuf | 3 |
| nand4bb | 1 |
| a221oi | 1 |
-- worst min-delay path by stage --
stage / start / to / slack (ns) / cells past startpoint
final: ins[5] / imm_data[11] / 1.15 / 3
after CTS: ins[5] / imm_data[11] / 1.16 / 3
after global routing: ins[5] / imm_data[11] / 1.18 / 3
-- metal layers --
layer	part of all wire, %	up-vias
li1	-	234
met1	34	214
met2	61	32
met3	4.5	0
met4	0	0
met5	0	-
-- power by group through the flow --
stage | clock, mW | sequential (mW) | combinational, mW
CTS | 0 | 0 | 0.0923
global route | 0 | 0 | 0.0987
finish | 0 | 0 | 0.0885
-- layout make-up --
class / instances / area [um2]
fill: 381 / 2540
timing repair buffer: 49 / 424
multi-input combinational: 72 / 385
tap: 46 / 57.6
inverter: 1 / 3.75
-- critical path: stages --
cell	delay [ns]
clkdlybuf4s15_1	0.16
nand4bb_4	0.25
buf_6	0.15
nor2b_4	0.09
buf_4	0.14
a32o_1	0.16
buf_2	0.10
-- through the flow --
stage	utilization, %	instances	setup TNS (ns)
floorplan	-	124	0
global placement	24.4	160	-6.27
detailed placement	24.4	160	-6.32
CTS	25.8	168	0
global route	25.5	168	-0.0113
finish	25.5	168	0
-- timing repair --
action,CTS,global route
setup endpoints to repair,13,12
gates resized,44,7
buffers inserted,9,0
pin swaps,5,4
Power figures rest on the tool's default switching activity, not on a simulated workload.
